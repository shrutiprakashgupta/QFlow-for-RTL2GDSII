===== flow/design.v =====
module map9v3(clock, reset, start, N, dp, done, counter, sr);
input         clock;
input	      start;          
input	      reset;          
input   [8:0] N;              
output  [8:0] dp;	      
output	      done;
output	[7:0] counter;
output  [7:0] sr;
reg     [8:0] dp;	   
reg	[7:0] sr;
reg	[7:0] counter;
reg	[1:0] startbuf;
reg	      done;
reg	[2:0] state;
parameter INIT 		= 3'b000;
parameter RUN 		= 3'b001;
parameter ALMOSTDONE 	= 3'b010;
parameter DONE 		= 3'b011;
parameter WAIT 		= 3'b100;
always @(posedge clock or posedge reset) begin
    if (reset == 1) begin
	dp <= 9'b0;
	sr <= 8'b0;
	counter <= 8'b0;
	startbuf <= 2'b00;
	done <= 0;
	state <= INIT;
    end else begin
	if (state == INIT) begin
	    counter <= 255 - N[8:1] + 3;
	    sr <= 8'b0;
	    done <= 0;
	    state <= RUN;
	end else if (state == RUN) begin
	    sr[7] <= sr[6];
	    sr[6] <= sr[5];
	    sr[5] <= sr[4];
	    sr[4] <= sr[3];
	    sr[3] <= sr[2];
	    sr[2] <= sr[1];
	    sr[1] <= sr[0];
	    sr[0] <= ~(sr[7] ^ sr[5] ^ sr[4] ^ sr[3]);
	    counter <= counter - 1;
	    if (counter == 0) begin
	       state <= ALMOSTDONE;
	    end
	end else if (state == ALMOSTDONE) begin
	    dp[0] <= N[0];
	    dp[8:1] <= sr[7:0];
	    state <= DONE;
	end else if (state == DONE) begin
	    done <= 1;
	    state <= WAIT;
	end else if (state == WAIT) begin
	    if (startbuf == 2'b01) begin
		state <= INIT;
	    end
	end
	startbuf <= {startbuf[0], start};
    end
end
endmodule

===== flow/run.sh =====
#!/bin/bash
# OpenROAD 26Q1-2900-gdf79404cd8, Yosys 0.63+post, stock flow scripts
make -C /OpenROAD-flow-scripts/flow DESIGN_CONFIG=/design/flow/config.mk WORK_HOME=/design/flow/orfs finish

===== flow/config.mk =====
export PLATFORM = sky130hd
export DESIGN_NAME = map9v3
export DESIGN_NICKNAME = map9v3
export VERILOG_FILES = /design/flow/design.v
export SDC_FILE = /design/flow/constraint.sdc
export NUM_CORES = 4
export LEC_CHECK = 1
export CORE_UTILIZATION = 40

===== flow/constraint.sdc =====
current_design map9v3

set clk_period 3.7
set clk_io_pct 0.2

create_clock -name clk0 -period $clk_period [get_ports {clock}]

set non_clock_inputs [all_inputs -no_clocks]
set_input_delay [expr $clk_period * $clk_io_pct] -clock clk0 $non_clock_inputs
set_output_delay [expr $clk_period * $clk_io_pct] -clock clk0 [all_outputs]

==> Flow_metrics.wiki <==
== Implementation results ==
{| class="wikitable"
! Metric !! Value
|-
| Run status || completed
|-
| Maximum level of the CTS H-tree || 2
|-
| Tally of nets with antenna violations remaining after routing || 0
|-
| Chip width || ~63 µm
|-
| Overall power after layout || 643.0 µW
|-
| Mapped cell area || around 1500 µm²
|-
| Transition at the pin with the smallest max-transition slack || 670.0 ps
|-
| Commonest non-fill, non-tap cell in the layout || clkdlybuf4s50_1
|-
| Clock buffers created by TritonCTS || 5
|-
| CTS Root Buffer Type || clkbuf_8
|-
| Slew margin rel. || a little under three fifths
|-
| Placer congestion estimate || approximately 0.74
|-
| Arr. time, crit path || between 2000 and 2500 ps
|-
| Post-synthesis cell count || 126
|-
| Number of register bits inferred by synthesis || 33
|-
| Insertion delay at the late pin of the worst-skew pair || about 280 ps
|-
| Final critical-path share of the clock period || approximately 56%
|-
| Minimum clock period || roughly 2100 ps
|-
| Vias per inst || 4.859
|-
| Pin count of the biggest net entering global routing || 34
|-
| I/O Pins || 38
|-
| Cell Area, Placed || roughly 1900 µm²
|-
| Fraction of final layout cells sized beyond drive strength 1 || 13.17%
|-
| DP Wirelength || between 1500 and 2000 µm
|-
| Wire per inst || roughly 13 µm
|-
| Final hold violation count || 0
|-
| Layout area overhead || 33.22%
|-
| TritonCTS clock tree || built
|-
| Number of max-cap violations || 0
|-
| Number of buffers added to fix hold violations after cts || 0
|-
| Antenna diodes || 0
|-
| Unrepaired setup endpoints after global routing || no
|-
| Final slew viol count || 0
|-
| Warnings, synthesis || 1
|-
| Critical Path Source Type || input port
|-
| Avg Inst Size Synth || ~12 µm²
|-
| Number of buffers on the longest clock path || 2
|-
| Initial Util || between 40% and 50%
|-
| Post-CTS Repair Setup Buffers || 0
|-
| Path type of the worst setup path || in -> reg
|-
| Detailed-route via count || between 1,000 and 1,500
|-
| Antenna violations before repair || 0
|-
| Drt initial violations || just over 60
|-
| Remaining routing DRC violations || 0
|-
| Height of the die || approximately 63 µm
|-
| Peak VDD IR || between 0.00015 and 0.0002 V
|-
| Yosys Instances || about 130
|-
| PD cells || between 300 and 400 nW/µm²
|-
| Max Fanout on Critical Path || 3
|-
| Register clock-pin slew on the reported worst setup and hold paths || 60 ps
|-
| Setup TNS Final || 0 ps
|-
| Number of optimization iterations in the first detailed-route pass || 3
|-
| Leakage dissipation || between 0.0008 and 0.0009 µW
|-
| Kind of capture point of the worst setup path || flip-flop
|-
| Post-CTS sizing || 0
|-
| Number of logged tool warnings || 25
|-
| Design area || roughly 2000 µm²
|-
| Number of placement rows || 21
|-
| Sink Count || 33
|-
| Core area || about 3500 µm²
|-
| # setup viols final || 0
|-
| Total grt overflow || 0
|-
| Wire length of the first global-routing pass || between 4000 and 5000 µm
|-
| Fin Clk Skew || a little under 6 ps
|-
| Share of synthesized area occupied by flip-flops and latches || a little under three fifths
|-
| Top cells excl fill/tap || clkdlybuf4s50_1 (37), dfrtp_1 (32), nor2_1 (15)
|-
| Via count of the first global-routing pass || just over 1,000
|-
| Distinct lib cells || 28
|-
| Die area || about 4000 µm²
|-
| Routed wire length || ~2700 µm
|-
| Yosys-reported design area after synthesis || 1495 µm²
|-
| # port buffers || 37
|-
| Global-route usage over all layers || between 15 and 20%
|-
| Achievable Freq || 478.7 MHz
|-
| Hold crit path type || reg -> reg
|-
| WP data required || ~3800 ps
|}
[layer usage]
layer	vias to the layer above	share of wire [%]	global-route usage [%]
met1	501	50	23.22
met2	23	44	23.52
met4	0	0.44	1.744
met5	-	0	0
li1	509	-	-
met3	2	5.1	4.596
[kinds of logic after synthesis]
kind of cell,after synthesis,synth area share (%)
simple gates,34,11.88
flops,33,55.31
mux,20,14.14
xor+xnor,15,8.786
compound gates,12,5.439
buf+inv,10,2.761
fa+ha+maj,2,1.673
[where the power goes]
part	internal (µW)	total (µW)	leakage, µW	switching (µW)
Combinational	15.6	31.1	0.000384	15.5
Clock	133	249	0.0000395	116
Sequential	362	363	0.000411	0.399
[flip-flops by register name (all words and copies together), names as in the netlist]
signal and cells:
dp 9, sr 8, state 5, done 1, startbuf 2, counter 8
[worst paths after layout]
check	from	endpoint	slack, ps	cells after the start
min in group asynchronous	reset	dp[4]$_DFFE_PP0P_	860	3
worst min-delay path	startbuf[0]$_DFF_PP0_	startbuf[1]$_DFF_PP0_	390	0
worst max-delay path	N[5]	counter[7]$_DFFE_PP0P_	1610	5
max in group asynchronous	reset	state[0]$_DFF_PP1_	2510	3
worst min register to register	startbuf[0]$_DFF_PP0_	startbuf[1]$_DFF_PP0_	390	0
worst max register to register	state[3]$_DFF_PP0_	counter[5]$_DFFE_PP0P_	1870	4
[synthesized netlist by cell type]
cell type   n  area share [%]
clkbuf_1    3            0.75
a21oi_1     3             1.0
nor3_2      1            0.67
xor2_1      5             2.9
ha_1        2             1.7
nor3b_1     2             1.0
or4_1       1            0.50
o21ai_0     2            0.67
buf_2       3             1.0
inv_1       4             1.0
o21ai_1     2            0.67
nor4_1      2            0.84
nand2b_1    1            0.42
dfstp_2     1             1.8
nor4_2      1            0.84
nand2_1     6             1.5
a211oi_2    1            0.84
a2111oi_0   1            0.59
mux2i_1    11             7.4
a21o_1      2             1.0
nor3_1      3             1.0
xnor2_1    10             5.9
or3b_1      1            0.59
o31a_2      1            0.67
mux2_2      9             6.8
or4_4       1            0.75
dfrtp_1    32              54
nor2_1     15             3.8
[worst max-delay path, stage by stage]
cell and delay (ps):
clkdlybuf4s50_1 450, or4_1 570, a211oi_2 230, xor2_1 160
mux2i_1 80
[layout make-up]
| type | count | area [µm²] |
|---|---|---|
| fill | 292 | 1476 |
| sequential | 33 | 827.0 |
| multi-input combinational | 83 | 626.9 |
| timing repair buffer | 39 | 385.4 |
| clock buffer | 8 | 80.08 |
| tap | 46 | 57.56 |
| inverter | 4 | 15.01 |
[per-stage QoR]
stage	worst slack (ps)	util (%)	cells	hold slack [ps]
6_report	1611	57.43	213	386.2
4_1_cts	1615	57.43	213	388.7
3_5_place_dp	1323	55.12	205	375.2
5_1_grt	1575	57.43	213	393.0
2_1_floorplan	1837	-	126	354.6
3_3_place_gp	1333	55.12	205	367.4
No activity file was given, so power comes from the tool's default toggle rates.
