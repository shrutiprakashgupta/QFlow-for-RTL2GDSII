==> design/flow/run.sh <==
#!/bin/bash
# OpenROAD 26Q1-2900-gdf79404cd8, Yosys 0.63+post, stock flow scripts
make -C /OpenROAD-flow-scripts/flow DESIGN_CONFIG=/design/flow/config.mk WORK_HOME=/design/flow/orfs finish
==> design/flow/config.mk <==
export PLATFORM = sky130hd
export DESIGN_NAME = write_back
export DESIGN_NICKNAME = write_back
export VERILOG_FILES = /design/flow/design.v
export SDC_FILE = /design/flow/constraint.sdc
export NUM_CORES = 4
export LEC_CHECK = 1
export CORE_UTILIZATION = 40
==> design/flow/constraint.sdc <==
current_design write_back

set clk_period 21.2
set clk_io_pct 0.2

create_clock -name clk0 -period $clk_period [get_ports {clk}]

set non_clock_inputs [all_inputs -no_clocks]
set_input_delay [expr $clk_period * $clk_io_pct] -clock clk0 $non_clock_inputs
set_output_delay [expr $clk_period * $clk_io_pct] -clock clk0 [all_outputs]
==> design/flow/design.v <==
`timescale 1ns / 1ps
module execute(clk,nzcv_old,op_code,opr1,opr2,depi,dep,result,is_write,nzcv);
input clk,depi;
input [3:0]nzcv_old;
input [3:0]op_code;
input [31:0]opr1,opr2,dep;
output reg [31:0]result;
output reg [3:0]nzcv;
reg [31:0]operand2;
reg cin, cout;
output reg is_write;
always @(negedge clk)
begin
    if(depi==1)
        operand2 = dep;
    else
        operand2 = opr2;
    case(op_code)
    4'b0000: 
    begin
        result = opr1 & operand2;
        if(result==0)
            nzcv[3] <= 1'b1;
        else
            nzcv[3] <= 1'b0;
        nzcv[2:0] <= nzcv_old[2:0];
        is_write = 1;
    end 
    4'b0001:
    begin
        result = opr1 ^ operand2;
        if(result==0)
            nzcv[3] <= 1'b1;
        else
            nzcv[3] <= 1'b0;
        nzcv[2:0] <= nzcv_old[2:0];
        is_write = 1;
    end 
    4'b0010:
    begin
        result = opr1 - operand2;
        if(result==0)
            nzcv[3] <= 1'b1;
        else
            nzcv[3] <= 1'b0;
        nzcv[2:0] <= nzcv_old[2:0];
        is_write = 1;
    end
    4'b0011:
    begin
        result = operand2 - opr1;
        if(result==0)
            nzcv[3] <= 1'b1;
        else
            nzcv[3] <= 1'b0;
        nzcv[2:0] <= nzcv_old[2:0];
        is_write = 1;
    end
    4'b0100:
    begin 
        {cin, result[30:0]} = opr1[30:0]+operand2[30:0];
        {cout, result[31]} = opr1[31]+operand2[31]+cin;
        nzcv[1] <= cout;  
        nzcv[0] <= cout^cin;
        nzcv[3:2] <= nzcv_old[3:2];
        is_write = 1;
    end
    4'b0101:
    begin
        {cin, result[30:0]} = opr1[30:0]+operand2[30:0] + nzcv_old[1];
        {cout, result[31]} = opr1[31]+operand2[31]+cin;
        nzcv[1] <= cout;  
        nzcv[0] <= cout^cin;
        nzcv[3:2] <= nzcv_old[3:2];
        is_write = 1;
    end 
    4'b0110:
    begin
        {cin, result[30:0]} = opr1[30:0]+ ~operand2[30:0]+ nzcv_old[1] -1; 
        {cout, result[31]} = cin + opr1[31]+ ~operand2[31];
	    nzcv[1]  <= cout;	 
	    nzcv[0] <= cin^cout;
	    nzcv[3:2] <= nzcv_old[3:2];
	    is_write = 1;
    end
    4'b0111:
    begin
        {cin, result[30:0]} = operand2[30:0]+ ~opr1[30:0]+ nzcv_old[1] -1; 
	    {cout, result[31]} = cin + operand2[31] + ~opr1[31];
		nzcv[1] <= cout;	 
		nzcv[0] <= cin^cout;
        nzcv[3:2] <= nzcv_old[3:2];
        is_write = 1;
    end
    4'b1000:
    begin
        result = opr1 & operand2;
        if(result==0)
            nzcv[3] <= 1'b1;
        else
            nzcv[3] <= 1'b0;
        nzcv[2:0] <= nzcv_old[2:0];
        is_write = 0;
    end
    4'b1001:
    begin
        result = opr1 ^ operand2;
        if(result==0)
            nzcv[3] <= 1'b1;
        else
            nzcv[3] <= 1'b0;
        nzcv[2:0] <= nzcv_old[2:0];
        is_write = 0;
    end
    4'b1010:
    begin 
        {cin, result[30:0]} = opr1[30:0]+operand2[30:0];
        {cout, result[31]} = opr1[31]+operand2[31]+cin;
        nzcv[1] <= cout;  
        nzcv[0] <= cout^cin;
        nzcv[3:2] <= nzcv_old[3:2];
        is_write = 0;
    end
    4'b1011:
    begin
        {cin, result[30:0]} = opr1[30:0]+operand2[30:0];
        {cout, result[31]} = opr1[31]+operand2[31]+cin;
        nzcv[1] <= cout;  
        nzcv[0] <= cout^cin;
        nzcv[3:2] <= nzcv_old[3:2];
        is_write = 0;
    end
    4'b1100:
    begin
        result = opr1 | operand2;
        if(result==0)
            nzcv[3] <= 1'b1;
        else
            nzcv[3] <= 1'b0;
        nzcv[2:0] <= nzcv_old[2:0];
        is_write = 0;
    end
    4'b1101:
    begin
        result = operand2;
        if(result==0)
            nzcv[3] <= 1'b1;
        else
            nzcv[3] <= 1'b0;
        nzcv[2:0] <= nzcv_old[2:0];
        is_write = 0;
    end
    4'b1110:
    begin
        result = opr1 & (~operand2);
        if(result==0)
            nzcv[3] <= 1'b1;
        else
            nzcv[3] <= 1'b0;
        nzcv[2:0] <= nzcv_old[2:0];
        is_write = 0;
    end
    4'b1111:
    begin
        result = ~operand2;
        if(result==0)
            nzcv[3] <= 1'b1;
        else
            nzcv[3] <= 1'b0;
        nzcv[2:0] <= nzcv_old[2:0];
        is_write = 0;
    end
    default:
        nzcv <= nzcv_old;
    endcase    
end
endmodule
`timescale 1ns / 1ps
module if_decode(clk, rst, PC, op_code, dest, op_reg1, imm_or_reg, op_reg2, sft_reg, imm, sft_imm);
parameter memory_size = 4;
parameter word_size = 32;
input clk,rst;
input [3:0]PC;
reg [word_size-1:0]memory[15:0];
output reg imm_or_reg;
output reg [3:0]op_code,op_reg1,op_reg2,dest;
output reg [7:0]sft_reg;
output reg [3:0]sft_imm;
output reg [7:0]imm;
always @(posedge clk)
begin
    if(rst==1)
     begin
        memory[0] = 32'b0000_00_0_0100_0_0010_0100_00000000_0011; 
        memory[1] = 32'b0000_00_0_0011_0_0101_0101_00000000_0100; 
        memory[2] = 32'b0000_00_0_0001_0_0011_0011_00000000_0110; 
        memory[3] = 32'b0000_00_0_0010_0_0100_0011_00000000_0011; 
        memory[4] = 32'b0000_00_1_1010_0_0100_0101_0000_00010111; 
        memory[5] = 32'b0000_00_1_0100_0_0100_0101_0001_00010111; 
        memory[6] = 32'b0000_00_0_0100_0_0100_0101_00001_010_0100;
        memory[7] = 32'b0000_00_0_0100_0_0011_0001_00000000_0100;
        memory[8] = 32'b0000_00_0_0100_0_0011_0000_00000000_0100;
        memory[9] = 32'b0000_00_0_0100_0_0010_0100_00000000_0011;
        memory[10] = 32'b0000_00_0_0100_0_0101_0101_00000000_0100;
        memory[11] = 32'b0000_00_0_0100_0_0011_0011_00000000_0110;
        memory[12] = 32'b0000_00_0_0100_0_0100_0011_00000000_0011;
        memory[13] = 32'b0000_00_1_0100_0_0100_0101_0001_00010111;
        memory[14] = 32'b0000_00_1_0100_0_0100_0101_0001_00010111;
        memory[15] = 32'b0000_00_1_0100_0_0100_0101_0001_00010111;
     end
end
always @(negedge clk)
begin 
    imm_or_reg = memory[PC][25];
    op_code = memory[PC][24:21];
    op_reg1 = memory[PC][19:16];
    dest = memory[PC][15:12];
    sft_reg = memory[PC][11:4];
    op_reg2 = memory[PC][3:0];
    sft_imm = memory[PC][11:8];
    imm = memory[PC][7:0];
end
endmodule
`timescale 1ns / 1ps
module write_back(clk,rst,pos_show,show);
input clk, rst;
input [3:0]pos_show;
output reg [15:0]show;
parameter reg_size = 32;
parameter r_file_size = 16;
reg [reg_size-1:0]register[r_file_size-1:0];
reg [3:0]PC;
integer k;
reg d;
reg [3:0]nzcv_old;
wire [3:0]nzcv;
wire [3:0]op_code,dest,op_reg1,op_reg2;
wire i_or_reg,is_write;
wire [7:0]imm,sft_reg;
wire [3:0]sft_imm;
reg [reg_size-1:0]opr1,opr2;
reg [3:0]dest_old;
reg [31:0]result_old;
wire [31:0]result;
if_decode first_stage(.clk(clk),
                      .rst(rst),
                      .PC(PC),
                      .op_code(op_code),
                      .dest(dest),
                      .op_reg1(op_reg1),
                      .imm_or_reg(i_or_reg), 
                      .op_reg2(op_reg2),
                      .sft_reg(sft_reg),
                      .imm(imm),
                      .sft_imm(sft_imm));
execute second_stage(.clk(clk),
                     .nzcv_old(nzcv_old),
                     .op_code(op_code),
                     .opr1(opr1),
                     .opr2(opr2),
                     .depi(d),
                     .dep(result_old),
                     .result(result),
                     .is_write(is_write),
                     .nzcv(nzcv));
always @(posedge clk)
begin 
    show = register[pos_show][15:0];
    if(rst==1'b1)
    begin
        PC = 4'b0000;
	for(k = 0; k < r_file_size-1; k = k+1)
	begin
    		register[k] = k*16;
	end
	register[r_file_size-1] = 4'b0000;
	dest_old = 4'b0000;
	result_old = 32'b0000_0000_0000_0000_0000_0000_0000_0000;
	nzcv_old = 4'b0000;
    end
    else
    begin
        if(PC==4'b1111)
            PC = 4'b0000;
        else
            PC = PC+4'b0001;
        if(is_write==1)
            register[dest_old] = result;
        register[0] = 0;
        if(dest_old==op_reg2)
            d = 1;
        else
            d = 0;
        dest_old = dest;
        result_old = result;
        nzcv_old = nzcv;
        opr1 = register[op_reg1];
        if(i_or_reg==1)
            opr2 = imm>>(2*sft_imm);
        else
            if(sft_reg[0]==0)
                case(sft_reg[2:1])
                2'b00:  opr2 <= register[op_reg2]>>sft_reg[7:3];  
                2'b01:  opr2 <= register[op_reg2]<<sft_reg[7:3];
                2'b10:  opr2 <= register[op_reg2]>>>sft_reg[7:3]; 
                2'b11:  opr2 <= register[op_reg2]<<<sft_reg[7:3]; 
                endcase
           else
                case(sft_reg[2:1])
                2'b00:  opr2 = register[op_reg2]>>register[sft_reg[7:4]][4:0];  
                2'b01:  opr2 = register[op_reg2]<<register[sft_reg[7:4]][4:0];
                2'b10:  opr2 = register[op_reg2]>>>register[sft_reg[7:4]][4:0];
                2'b11:  opr2 = register[op_reg2]<<<register[sft_reg[7:4]][4:0];
                endcase 
    end
end  
endmodule
==> results.yml <==
# yosys + openroad results
route:
  wl_per_cell_um: 25.78
  routed-via-count: 33591
  drc: 0
  ant_nets: 0
  drtPass1Iterations: 9
  wirelength_mm: 137.2
  first_iter_violations: 3902
  vias_per_cell: 6.311
cts:
  h-tree-depth: 2
  cts-root-buf: "clkbuf_16"
  clkTransAtPathRegs_ps: 60
  ctsHoldBuffers: 0
  cts_resized: 0
  cts_setup_buffers: 0
  insertion_delay_ps: 610
  cts_tree: "yes"
  cts_buffer_depth: 3
  cts_buffers: 44
  clock-sinks: 414
grt:
  grt_overflow: 0
  grt_pass1_vias: 31221
  antenna_found_initial: 6
  grt_pass1_wl_mm: 202.9
  grt_usage_pct: 32.50
  grt_max_degree: 121
cells_and_area:
  areaGrowthSynthToFinish_pct: 9.038
  drive_gt1_share_pct: 6.585
pwr:
  p_leak_uw: 0.01467
  power.share.clock_pct: 17.8
  pwr-share-seq_pct: 23.4
  cellPowerDensity_nw_per_um2: 131.5
  p_switching_uw: 2404
  p_comb_share_pct: 58.8
  peakVddDrop_mv: 0.07108
  cell_internal_pwr_uw: 2416
  switching_share_pct: 49.87
logic_synthesis:
  yosys_warnings: 5
  netlist-cell-type-count: 95
  yosysTopAreaCell: "dfxtp_1"
  syn_inst: 4302
  edf_count: 65
  synth.top_cell.area_share_pct: 20.78
  syn_area_per_cell_um2: 7.816
  ys_cells: 4302
  yosys_register_bits: 414
  yosys_most_used_dff: "dfxtp_1"
  ys_async_sr_fraction_pct: 0
  top_cell: "nor2_1"
  synth_seq_share_pct: 26.58
  ys_chip_area_um2: 33620
  common_cells: "nor2_1, nand2_1, dfxtp_1"
  syn_area_um2: 33620
  area_leaders: "dfxtp_1, ha_1, mux2i_1"
place:
  place.port_buffers: 21
  hpwl_mm: 95.99
  gp_congestion: 1.058
setup_path:
  cp.arrival_ps: 7510
  reg2reg_slack_ps: 3570
  worstPathRequired_ps: 11070
  critical_path_class: "reg2reg"
  ff2ff_path_depth: 21
  startpoint_type: "flop"
  cp_max_fo: 32
  crit_path_end_kind: "flop"
final_timing:
  clock_skew_ps: 64.18
  final-setup-viol-count: 0
  rsz0062_at_grt: "false"
  finalHoldViolations: 0
  finalMaxSlewViolations: 0
  hold_slack_ps: 439.1
  fin_tns_setup_ps: 0
  tightest_slew_ps: 1063
  maxSlewHeadroom_pct: 28.53
floorplanning:
  num_rows: 105
  coreArea_um2: 82640
  initCoreUtil_pct: 40.69
  dieWidth_um: 291.9
  ioPinCount: 22
  die_area_um2: 85230
  die_h_um: 291.9
worst_hold_path:
  min_path_type: "reg2reg"
  min_path_cells: 1
flow_run:
  openroad.warnings: 237
  maxCapViolations: 0
outcome:
  status: "finished clean"
[final timing paths]
check / start / end
setup / recovery: d / second_stage.result[31]
hold / removal: register[11][5] / register[11][5]
setup reg to reg: d / second_stage.result[31]
hold reg to reg: register[11][5] / register[11][5]
[layout by cell type (no fill, tap or decap), types with 24 or more instances in the layout]
cell / synthesis / layout
nand3_1: 96 / 96
nand2b_1: 38 / 38
a211oi_1: 56 / 56
or3_1: 24 / 24
a31oi_1: 34 / 33
o211ai_1: 38 / 38
o31ai_1: 28 / 28
a22oi_1: 43 / 43
a21oi_1: 309 / 309
clkbuf_16: 0 / 47
fa_1: 40 / 40
mux2i_1: 247 / 247
ha_1: 222 / 222
a21o_1: 28 / 28
and2_1: 24 / 24
nand2_1: 400 / 400
o221ai_1: 60 / 60
o22ai_1: 140 / 140
a221oi_1: 46 / 46
o21ai_0: 243 / 241
nor3_1: 89 / 83
xor2_1: 29 / 29
buf_4: 1 / 109
nand4_1: 32 / 32
dfxtp_1: 349 / 343
nor2b_1: 78 / 78
nor2_1: 484 / 479
o21a_1: 28 / 28
inv_1: 212 / 260
edfxtp_1: 65 / 65
xnor2_1: 121 / 121
[registers in the layout (all words and copies together) (netlist names)]
| signal | count |
|---|---|
| first_stage.op_code | 4 |
| opr2 | 32 |
| first_stage.op_reg2 | 2 |
| first_stage.op_reg1 | 3 |
| second_stage.is_write | 1 |
| first_stage.dest | 3 |
| second_stage.nzcv | 1 |
| opr1 | 32 |
| d | 1 |
| show | 16 |
| dest_old | 3 |
| nzcv_old | 1 |
| first_stage.sft_imm | 1 |
| PC | 4 |
| first_stage.imm | 3 |
| result_old | 32 |
| register | 243 |
| second_stage.result | 32 |
[power by group through the flow]
stage / Combinational, µW / Sequential (µW) / Clock [µW]
4_1_cts: 2750 / 1120 / 868
5_1_grt: 3050 / 1140 / 907
6_report: 2830 / 1130 / 858
[kinds of logic (layout without fill, tap and decap cells)]
family	Yosys count	in the layout	share of synthesized area [%]
XOR/XNOR	150	150	3.907
flip-flops	414	414	26.58
buffers and inverters	529	479	6.010
AND/OR/NAND/NOR	1369	1369	18.62
other	0	1	0
AND-OR/OR-AND	1309	1309	26.01
multiplexers	269	269	8.224
adder cells (fa/ha/maj)	262	262	10.64
[worst max-delay path, cell delays in order (launching register included)]
cell	delay, ps
edfxtp_1	320
buf_4	470
mux2i_1	730
ha_1	350
fa_1	520
o21ba_2	280
a2111o_1	450
a41oi_1	460
o41a_1	360
o22ai_1	180
a2bb2oi_1	190
a31o_2	300
a31oi_1	320
o21bai_1	170
a21oi_1	220
xnor2_1	110
fa_1	510
o22ai_1	70
a221oi_1	220
o21ai_0	120
a2111oi_0	470
nand3_1	130
[per-layer routing]
metal,share of wire [%],global-route usage (%)
met2,41,45.65
met1,42,47.28
met4,5.0,13.09
met3,12,9.776
met5,0.028,0
[metrics by stage]
stage	area (µm²)	setup slack, ps	utilization [%]	total power [µW]	cells
finish	36660	3565	44.37	4819	5323
global route	36660	3244	44.37	5097	5322
CTS	36660	3675	44.37	4731	5322
detailed placement	34950	3664	42.29	3870	5191
global placement	34950	3717	42.29	3883	5191
floorplan	33620	4089	-	3010	4302
[cell type report]
| cell class | instances | area, µm² |
|---|---|---|
| fillers | 8046 | 45970 |
| multi-input cells | 3359 | 22790 |
| flip-flops and latches | 414 | 8949 |
| clock buffers | 64 | 1340 |
| well taps | 1070 | 1339 |
| repair buffers | 131 | 1052 |
| inverters | 216 | 812.0 |
| clock inverters | 68 | 377.9 |
| diodes | 1 | 2.502 |
Power figures rest on the tool's default switching activity, not on a simulated workload.
